===== design/flow/design.v =====
`timescale 1ns/1ns
module mvu_pe_acc #(
		    parameter int TDstI=4)
  ( input logic aresetn,
    input logic 	     aclk,
    input logic 	     do_mvau_stream,
    input logic 	     sf_clr,
    input logic [TDstI-1:0]  in_acc,  
    output logic 	     out_acc_v,  
    output logic [TDstI-1:0] out_acc);  
   logic [1:0] 		      sf_clr_dly;
   logic 		      do_mvau_stream_reg;
   always_ff @(posedge aclk) begin
      if(!aresetn)
	out_acc_v <= 1'b0;
      else
	out_acc_v <= sf_clr_dly[0]; 
   end
   always_ff @(posedge aclk) begin
      if(!aresetn)
	do_mvau_stream_reg <= 1'b0;
      else
	do_mvau_stream_reg <= do_mvau_stream;
   end   
   always_ff @(posedge aclk) begin
      if(!aresetn)
   	sf_clr_dly <= 'd0;
      else
   	sf_clr_dly <= {sf_clr_dly,sf_clr};
   end
   always_ff @(posedge aclk) begin
      if(!aresetn)
	out_acc <= 'd0;
      else if(do_mvau_stream_reg) begin
	 if(sf_clr_dly[1])
	   out_acc <= in_acc;  
	 else
	   out_acc <= out_acc + in_acc;
      end  
      else if(sf_clr_dly[1])
	out_acc <= 'd0;  
   end
endmodule  

===== design/flow/run.sh =====
#!/bin/bash
# OpenROAD 26Q1-2900-gdf79404cd8, Yosys 0.63+post, stock flow scripts
make -C /OpenROAD-flow-scripts/flow DESIGN_CONFIG=/design/flow/config.mk WORK_HOME=/design/flow/orfs finish

===== design/flow/config.mk =====
export PLATFORM = sky130hd
export DESIGN_NAME = mvu_pe_acc
export DESIGN_NICKNAME = mvu_pe_acc
export VERILOG_FILES = /design/flow/design.v
export SDC_FILE = /design/flow/constraint.sdc
export NUM_CORES = 4
export LEC_CHECK = 1
export CORE_AREA = 10 10 70 70
export DIE_AREA = 0 0 80 80

===== design/flow/constraint.sdc =====
current_design mvu_pe_acc

set clk_period 2.0
set clk_io_pct 0.2

create_clock -name clk0 -period $clk_period [get_ports {aclk}]

set non_clock_inputs [all_inputs -no_clocks]
set_input_delay [expr $clk_period * $clk_io_pct] -clock clk0 $non_clock_inputs
set_output_delay [expr $clk_period * $clk_io_pct] -clock clk0 [all_outputs]

==> results.rst <==
Run summary
-----------

.. list-table::
   :header-rows: 1

   * - Metric
     - Value
   * - Register with the most flip-flops
     - out_acc
   * - Average detailed-routed wire length per instance
     - 8.84 um
   * - Shortest clock period the worst path allows after layout
     - 1.80 ns
   * - Largest fanout of any net on the critical path
     - 2
   * - Routed vias
     - 353
   * - Number of antenna violations at the first check in global routing
     - 0
   * - Leakage Power
     - 0.240 nW
   * - Cell type with the largest total area after synthesis
     - sky130_fd_sc_hd__dfxtp_1
   * - CP Class
     - input port to flip-flop
   * - Total routing resource utilization after global routing
     - 0.0307
   * - Post-synthesis instance total
     - 47
   * - Final setup violation count
     - 0
   * - FP Core Util
     - 0.125
   * - Xor-xnor portion of the synthesized cell area
     - 0.0206
   * - Status
     - complete, no violations
   * - Endpoint arrival time on the critical path
     - 1.99 ns
   * - Worst clock skew
     - 0.00526 ns
   * - Ys flop type
     - sky130_fd_sc_hd__dfxtp_1
   * - Fraction of final layout cells sized beyond drive strength 1
     - 0.0984
   * - Crit. End Element
     - flip-flop
   * - Area leader share
     - 0.329
   * - Yosys-reported design area after synthesis
     - 425 um2
   * - Depth of the CTS H-tree
     - 1
   * - Tally of max-capacitance violations
     - 0
   * - Overall power of the completed layout
     - 0.357 mW
   * - Unique cell type count in the Yosys netlist
     - 22
   * - Final core utilization
     - 0.181
   * - Cell Count, Final, Fillers Out
     - 107
   * - Placer's final routability congestion estimate
     - 0.740
   * - Kind of start point of the critical path
     - input port
   * - Count of cells resized by post-cts repair
     - 0
   * - Dominant combinational cell family by area after synthesis
     - simple AND/OR/NAND/NOR gates
   * - Total half-perimeter wirelength after legalization and detailed placement
     - 796 um
   * - Number of buffer cells added on primary ports
     - 12
   * - Worst max-slew margin expressed relative to the limit
     - 0.754
   * - Share of synthesized area occupied by flip-flops and latches
     - 0.329
   * - Number of hold buffers added after CTS
     - 0
   * - Count of warning messages emitted by the tools
     - 25
   * - Number of global-route vias before repair
     - 346
   * - Mux cell area share
     - 0.0706
   * - Slew Viols, Final
     - 0
   * - Avg Cell Area, Syn
     - 9.05 um2
   * - Iteration-0 DRC count of the detailed router
     - 9
   * - And-or/or-and share of the synthesized area
     - 0.106
   * - FFs w/ async S/R, synth
     - 0
   * - Remaining number of nets flagged by the antenna check after routing
     - 0
   * - Sinks on Clock Net
     - 7
   * - Data required time at the worst endpoint
     - 2.19 ns
   * - Die X-Extent
     - 80 um
   * - Length of the first detailed-routing pass in iterations
     - 4
   * - Per-cell via count in the routed design
     - 3.30
   * - Number of rows created at floorplan
     - 21
   * - Adder and majority gate portion of the synthesized area
     - 0.135
   * - Number of enable-type register cells in the synthesized netlist
     - 0
   * - Die outline height
     - 80 um
   * - Pin count of the biggest net entering global routing
     - 12
   * - Sum of negative setup slack
     - 0 ns
   * - Die ar.
     - 6400 um2
   * - Root Buffer
     - sky130_fd_sc_hd__clkbuf_4
   * - Final hold violation count
     - 0
   * - Longest Clk Path Bufs
     - 2
   * - Final period utilization
     - 0.900
   * - Post-route DRC
     - 0
   * - Peak clock frequency supported by timing
     - 0.556 GHz
   * - Area of the core region
     - 3420 um2
   * - Clk Latency, worst-skew pair
     - 0.25 ns
   * - Setup repair after global routing missed its margin
     - no
   * - Num CTS Buffers
     - 3
   * - Post-synthesis cell count from yosys
     - 47
   * - Power density cells
     - 578 nW/um2
   * - Count of synthesis-stage warnings from yosys
     - 1
   * - Number of diodes added for antenna fixing
     - 0
   * - Clock transition at the registers of the reported paths
     - 0.05 ns
   * - Growth of design area from synthesis to finish
     - 45.3%
   * - Worst supply voltage drop on vdd
     - 0.000428 V
   * - Post-CTS Setup Repair Bufs
     - 0
   * - Post-Place Cells
     - 103
   * - Grt ovf
     - 0
   * - Wire length of the first global-routing pass
     - 1590 um
   * - Flip-flop count of the largest register after layout
     - 4
   * - Cell area leaders
     - sky130_fd_sc_hd__dfxtp_1 33%, sky130_fd_sc_hd__ha_1 8.8%, sky130_fd_sc_hd__mux2i_1 7.1%, sky130_fd_sc_hd__and2_1 5.9%, sky130_fd_sc_hd__fa_1 4.7%
   * - Worst min-delay path class
     - flip-flop to flip-flop
   * - Post-synthesis cell area
     - 425 um2
   * - Post-synth regs
     - 7
   * - Transition at the pin with the smallest max-transition slack
     - 0.369 ns
   * - Number of top-level pins
     - 13
   * - Fraction of the mapped netlist area in simple logic gates
     - 0.282
   * - Wire length after detailed routing
     - 946 um
   * - TritonCTS clock tree
     - yes
-- synthesized netlist by cell type, types with 2 or more instances --
cell type and instances:
sky130_fd_sc_hd__inv_1 3, sky130_fd_sc_hd__nand3b_1 2, sky130_fd_sc_hd__nand2_1 4, sky130_fd_sc_hd__dfxtp_1 7, sky130_fd_sc_hd__mux2i_1 3, sky130_fd_sc_hd__and2_1 4, sky130_fd_sc_hd__nand3_1 3, sky130_fd_sc_hd__o21ai_0 2
sky130_fd_sc_hd__nor2_1 3, sky130_fd_sc_hd__nor2b_1 2, sky130_fd_sc_hd__ha_1 3
-- power by group --
group	internal [mW]	switching (mW)	leakage, nW
Sequential	0.149	0.0126	0.0577
Clock	0.0729	0.0514	0.0177
Combinational	0.0458	0.0258	0.164
Total	0.267	0.0897	0.240
-- area by class of cell --
class	count	area, um2
fill	399	2800
multi-input combinational	35	262
sequential	7	140
timing repair buffer	12	120
tap	46	57.6
clock buffer	3	22.5
inverter	3	11.3
clock inverter	1	5.00
-- cells by family (layout without fill, tap and decap cells) --
kind of cell    count (synthesis)  in the layout
fa+ha+maj                       4              4
xor+xnor                        1              1
buf+inv                         5             19
flops                           7              7
mux                             3              3
simple gates                   20             20
compound gates                  7              7
-- per-stage QoR --
stage	hold slack [ns]	worst slack [ns]	area (um2)
2_1_floorplan	0.412	0.525	425
3_3_place_gp	0.416	-0.0344	591
3_5_place_dp	0.426	-0.0557	591
4_1_cts	0.440	0.204	618
5_1_grt	0.453	0.0789	618
6_report	0.435	0.200	618
-- metal layers --
metal  track usage  vias up  part of all wire
met4       0.00176        0            0.0063
met5             0        -                 0
met1        0.0423      155              0.52
met2        0.0417       10              0.40
met3        0.0182        2             0.070
li1              -      186                 -
-- worst paths after layout --
path	from	end	slack [ns]	cells past startpoint
worst max-delay path	in_acc[0]	out_acc[2]	0.20	8
worst min-delay path	sf_clr_dly[0]	out_acc_v	0.43	1
worst min register to register	sf_clr_dly[0]	out_acc_v	0.43	1
worst max register to register	out_acc[0]	out_acc[2]	0.48	7
-- worst max-delay path: stages --
cell	delay [ns]
sky130_fd_sc_hd__clkdlybuf4s50_1	0.48
sky130_fd_sc_hd__ha_1	0.17
sky130_fd_sc_hd__inv_1	0.06
sky130_fd_sc_hd__fa_1	0.37
sky130_fd_sc_hd__xor2_1	0.15
sky130_fd_sc_hd__o21ai_0	0.15
sky130_fd_sc_hd__a22oi_1	0.09
sky130_fd_sc_hd__nor2b_1	0.12
-- placed cells by master (no fill, tap or decap) --
master                             n
sky130_fd_sc_hd__a211oi_1          1
sky130_fd_sc_hd__a21oi_1           1
sky130_fd_sc_hd__a22oi_1           1
sky130_fd_sc_hd__a31oi_1           1
sky130_fd_sc_hd__and2_1            4
sky130_fd_sc_hd__clkbuf_4          3
sky130_fd_sc_hd__clkdlybuf4s50_1  12
sky130_fd_sc_hd__clkinv_2          1
sky130_fd_sc_hd__dfxtp_1           7
sky130_fd_sc_hd__fa_1              1
sky130_fd_sc_hd__ha_1              3
sky130_fd_sc_hd__inv_1             3
sky130_fd_sc_hd__mux2i_1           3
sky130_fd_sc_hd__nand2_1           4
sky130_fd_sc_hd__nand2_2           1
sky130_fd_sc_hd__nand3_1           3
sky130_fd_sc_hd__nand3b_1          2
sky130_fd_sc_hd__nand3b_4          1
sky130_fd_sc_hd__nor2_1            3
sky130_fd_sc_hd__nor2b_1           2
sky130_fd_sc_hd__o21ai_0           2
sky130_fd_sc_hd__o31a_1            1
sky130_fd_sc_hd__xor2_1            1
Power is estimated from default activity; no workload was simulated.
