--- design/flow/run.sh ---
#!/bin/bash
# OpenROAD 26Q1-2900-gdf79404cd8, Yosys 0.63+post, stock flow scripts
make -C /OpenROAD-flow-scripts/flow DESIGN_CONFIG=/design/flow/config.mk WORK_HOME=/design/flow/orfs finish
--- design/flow/config.mk ---
export PLATFORM = sky130hd
export DESIGN_NAME = mvau_inp_buffer
export DESIGN_NICKNAME = mvau_inp_buffer
export VERILOG_FILES = /design/flow/design.v
export SDC_FILE = /design/flow/constraint.sdc
export NUM_CORES = 4
export LEC_CHECK = 1
export CORE_UTILIZATION = 30
--- design/flow/constraint.sdc ---
current_design mvau_inp_buffer

set clk_period 4.7
set clk_io_pct 0.2

create_clock -name clk0 -period $clk_period [get_ports {aclk}]

set non_clock_inputs [all_inputs -no_clocks]
set_input_delay [expr $clk_period * $clk_io_pct] -clock clk0 $non_clock_inputs
set_output_delay [expr $clk_period * $clk_io_pct] -clock clk0 [all_outputs]
--- design/flow/design.v ---
`timescale 1ns/1ns
module mvau_inp_buffer #(
			 parameter int TI=4,
			 parameter int BUF_LEN=16,
			 parameter int BUF_ADDR=4)
   (    
	input logic 		   aclk,
	input logic 		   aresetn,
	input logic [TI-1:0] 	   in,  
	input logic 		   wr_en,  
	input logic 		   rd_en,  
	input logic [BUF_ADDR-1:0] addr,  
	output logic [TI-1:0] 	   out);
   logic [TI-1:0] 	  inp_buffer [0:BUF_LEN-1];
   always_ff @(posedge aclk) begin
      if (wr_en) begin
	 inp_buffer[addr] <= in;
	 out <= in;
      end
      else begin
	 out <= inp_buffer[addr];
      end      
   end   
endmodule  
==> metrics.csv <==
metric;value;unit
I/O pins;16;
initial DRC count;51;
all-layer global routing usage;11.3;%
synthesis area per yosys;0.00267;mm^2
first-pass GRT wire length;7000;um
Core Region;0.00868;mm^2
area grow syn2layout;16.0;%
# DRC;0;
Mean Syn Cell Area;20.5;um^2
Routed Wire Length;4380;um
Via density;4.63;
Worst-Margin Slew;684;ps
Vias;1222;
drt pass-1 iters;4;
flip-flops with a built-in enable;64;
most frequent cell after synthesis;edfxtp_1;
floorplan core density;30.7;%
# Max-Cap Violations;0;
Max-area cell share;72.1;%
post-DR wirelength/cell;16.6;um
slowest CP cell;dfxtp_1;
most used flip-flop cell;edfxtp_1;
number of gates resized after CTS;0;
hold buffer count at CTS;0;
total grt overflow;0;
Final Critical Period;3450;ps
I/O Buffers;13;
Pwr per Cell Area;389;mW/mm^2
ys async rst share;0;%
initial antenna violation count;0;
Clock transition at path regs;70;ps
setup TNS;0;ps
root buf cell;clkbuf_8;
largest register by flop count;inp_buffer;
ANT nets after route;0;
synth top area cells;edfxtp_1 (72%), mux4_1 (14%), dfxtp_1 (3.0%), nor2_1 (1.8%), nand3_1 (1.7%);
fillers;814;
H-tree levels;3;
share of cells above drive strength 1;11.5;%
die area;0.00927;mm^2
clk sinks;68;
Fmax;290;MHz
Yosys Instances;130;
Row Count;34;
Inserted Clock Buffers;9;
Final Core Density;35.6;%
Final Setup Violations;0;
worst setup path class;reg2out;
YS warnings;1;
Synth Seq Share;75.1;%
ANT cells;0;
Largest regs;inp_buffer x64;
HP Start;addr[3];
Placer Congestion;0.761;
VDD IR max;0.111;mV
maximum clock insertion buffer count;2;
max_slew headroom;54.3;%
Area after DPL;0.00290;mm^2
Max FO, Critical Path;10;
critical path arrival;2510;ps
Power Total;1.20;mW
Commonest cells post-synth;edfxtp_1 (64), mux4_1 (14), nor2_1 (13), nand3_1 (9), nand2_1 (5);
crit-path leading delay family;buffers and inverters;
Netlist Area Pre-Place;0.00267;mm^2
maximum number of pins on one net before global-route repair;17;
Gate Count Post-Synth;130;
post-synth top area cell;edfxtp_1;
Synth flops;68;
WP data required;3760;ps
status;finished clean;
Slew Viols, Final;0;
Tcrit/Tclk final;73.4;%
RSZ-0062 raised after global routing;false;
max FFs per register;64;
Log Warnings;27;
Design Area, Final;0.00309;mm^2
worst hold stages;1;
number of global-route vias before repair;1317;
Hold Violations, Final;0;
Max stage delay on crit path;570;ps
leakage;0.994;nW
Finished Layout Cells;264;
Startpoint Class;flip-flop;
worst hold path type;in2reg;
dpl cells;248;
Cell Type Count;17;
Post-CTS Setup Inserts;0;
Die X;96.3;um
crit path cell chain;buf_4 > mux4_1 > a22oi_1 > nand3_1 > clkdlybuf4s50_1;
Critical Path End Type;output port;
Die Y;96.3;um
CP Buf/Inv Count;2;
CTS tree;yes;
hpwl dp;2900;um
==> metrics by stage <==
stage	setup WS, ps	hold slack [ps]
2_1_floorplan	2520	968
3_5_place_dp	1540	1520
3_3_place_gp	1530	1520
6_report	1250	1180
4_1_cts	1150	1170
5_1_grt	1050	1190
==> layer usage <==
metal / part of all wire [%] / vias to the layer above / GRT usage [%]
met3: 7.3 / 11 / 4.42
met4: 3.0 / 0 / 3.11
met2: 46 / 46 / 16.7
met5: 0 / - / 0
met1: 44 / 578 / 16.8
li1: - / 587 / -
==> report_power, final <==
group,internal [mW],leakage (nW),switching [mW]
Combinational,0.0326,0.285,0.0297
Clock,0.256,0.0967,0.200
Sequential,0.675,0.612,0.00755
==> logic make-up (layout without fill, tap and decap cells) <==
group / after synthesis / after routing / share of synthesized area [%]
AOI/OAI and AO/OA: 4 / 4 / 1.13
DFF: 68 / 68 / 75.1
buffers and inverters: 4 / 30 / 1.50
muxes: 16 / 16 / 15.5
and+or+nand+nor: 38 / 38 / 6.80
==> cells in the final DEF (no fill, tap or decap) <==
cell,count
nand3_1,9
nor2_1,13
clkbuf_8,10
nor2b_1,2
or3b_2,1
mux4_2,2
mux4_1,14
nor3_1,4
edfxtp_1,64
nand2_1,5
clkinv_2,2
dfxtp_1,4
a22oi_1,4
bufinv_16,1
buf_4,1
clkdlybuf4s50_1,13
clkinvlp_4,1
clkbuf_1,1
nand2b_1,2
clkinv_1,1
nand3b_1,2
==> final cells by class <==
cell class	count	area [um^2]	share of cell area [%]
Timing Repair Buffer	14	138	4.45
Clock inverter	5	51.3	1.66
Sequential cell	68	2000	64.8
Tap cell	108	135	4.37
Clock buffer	11	141	4.57
Multi-Input combinational cell	58	624	20.2
==> worst max path at each step <==
stage	start	end	slack, ps	cells after the start
5_1_grt	flip-flop	out[0]	1050	5
6_report	flip-flop	out[0]	1250	5
4_1_cts	flip-flop	out[0]	1150	5
Power figures rest on the tool's default switching activity, not on a simulated workload.
