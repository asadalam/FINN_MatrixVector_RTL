## ./design.v

```verilog
`timescale 1ns/1ns
module mvau_stream_control_block #(
			    parameter int SF=8,
			    parameter int NF=1,
			    parameter int SF_T=3,
			    parameter int NF_T=1
			    )
   (
    input logic 	    aresetn,
    input logic 	    aclk,
    input logic 	    in_v,  
    input logic 	    wait_rready,  
    output logic 	    ib_wen,  
    output logic 	    ib_ren,  
    output logic 	    wready,  
    output logic 	    wmem_wready,  
    output logic 	    sf_clr,  
    output logic [SF_T-1:0] sf_cnt  
    );
   logic 		    inp_active;
   logic 		    do_mvau_stream;
   logic 		    sf_full;
   logic 		    ap_start;
   logic 		    halt_mvau_stream;
   generate
      if(NF==1) begin: ONE_FILTER_BANK
	 logic wait_rready_dly;
	 always_ff @(posedge aclk) begin
	    if(!aresetn)
	      wready <= 1'b0;
	    else if(halt_mvau_stream)
	      wready <= 1'b0;
	    else
	      wready <= 1'b1;	    
	 end
	 always_ff @(posedge aclk) begin
	    if(!aresetn)
	      sf_cnt <= 'd0;
	    else if(sf_full) 
	      sf_cnt <= 'd0;
	    else if(do_mvau_stream)
	      sf_cnt <= sf_cnt + 1;
	 end
	 assign ib_wen = inp_active;
	 assign ib_ren = 1'b0;
	 assign do_mvau_stream = inp_active;
	 always_ff @(posedge aclk) begin
	    if(!aresetn)
	      wait_rready_dly <= 1'b0;
	    else
	      wait_rready_dly <= wait_rready;
	 end
	 assign halt_mvau_stream = wait_rready & wait_rready_dly;
      end
      else begin: N_FILTER_BANKS
	 enum logic [1:0] {IDLE, WRITE, READ} pres_state, next_state;
	 logic 		    nf_clr;  
	 logic 		    nf_zero;
	 logic [NF_T-1:0]   nf_cnt;  
	 logic nf_full;
	 assign nf_full = (nf_cnt == NF_T'(NF-1) & sf_full); 
	 assign nf_zero = (nf_cnt=='d0);
	 always_ff @(posedge aclk) begin
	    if(!aresetn)
	      pres_state <= IDLE;
	    else
	      pres_state <= next_state;
	 end
	 always_comb begin
	    case(pres_state)
	      IDLE: begin
		 casez({wait_rready,inp_active,nf_zero,sf_full})
		   4'b0000: next_state = READ;
		   4'b0001: next_state = IDLE;
		   4'b0010: next_state = IDLE;
		   4'b0011: next_state = READ;
		   4'b0100: next_state = WRITE;
		   4'b0101: next_state = WRITE;
		   4'b0110: next_state = WRITE;
		   4'b0111: next_state = READ;		   
		   4'b10??: next_state = IDLE;
		   4'b1100: next_state = WRITE;
		   4'b1101: next_state = IDLE;
		   4'b1110: next_state = WRITE;
		   4'b1111: next_state = IDLE;		   
		   default: next_state = IDLE;		   
		 endcase
	      end
	      WRITE: begin
		 casez({halt_mvau_stream,inp_active,sf_full})
		   3'b000: next_state = IDLE;
		   3'b001: next_state = IDLE;
		   3'b010: next_state = WRITE;
		   3'b011: next_state = READ;
		   3'b1??: next_state = IDLE;		   
		 endcase	 
	      end
	      READ: begin
		 casez({halt_mvau_stream,inp_active, nf_clr&sf_clr})
		   3'b000: next_state = READ;
		   3'b001: next_state = IDLE;
		   3'b010: next_state = WRITE;
		   3'b011: next_state = WRITE;
		   3'b1??: next_state = IDLE;		   
		 endcase  
	      end
	      default: next_state = IDLE;	      
	    endcase
	 end		
	 always_comb begin
	    ib_ren = 1'b0;
	    ib_wen = 1'b0;
	    do_mvau_stream = 1'b0;	    
	    case(pres_state)
	      IDLE: begin
		 ib_ren = 1'b0;
		 ib_wen = 1'b0;
		 do_mvau_stream = 1'b0;		 
		 case({inp_active}) 
		   1'b0: begin
		      ib_ren = 1'b0;
		      ib_wen = 1'b0;
		      do_mvau_stream = 1'b0;		      
		   end
		   1'b1: begin
		      ib_ren = 1'b0;		      
		      ib_wen = 1'b1;
		      do_mvau_stream = 1'b1;
		   end
		 endcase  
	      end  
	      WRITE: begin
		 ib_ren = 1'b0;
		 ib_wen = 1'b0;
		 do_mvau_stream = 1'b0;		 
		 case({inp_active}) 
		   1'b0: begin
		      ib_ren = 1'b0;
		      ib_wen = 1'b0;
		      do_mvau_stream = 1'b0;		      
		   end
		   1'b1: begin
		      ib_ren = 1'b0;		      
		      ib_wen = 1'b1;
		      do_mvau_stream = 1'b1;
		   end   
		 endcase  
	      end  
	      READ: begin
		 ib_ren = 1'b0;
		 ib_wen = 1'b0;
		 do_mvau_stream = 1'b0;		 
		 case({inp_active}) 
		   1'b0: begin
		      ib_ren = ~(nf_clr&sf_clr); 
		      do_mvau_stream = ~(nf_clr&sf_clr); 
		   end
		   1'b1: begin
		      ib_wen = 1'b1;
		      do_mvau_stream = 1'b1;
		   end
		 endcase  
	      end  
	      default: begin
		 ib_ren = 1'b0;
		 ib_wen = 1'b0;
		 do_mvau_stream = 1'b0;
	      end	      
	    endcase  
	 end  
	 always_ff @(posedge aclk) begin
	    if(!aresetn)
	      nf_clr <= 1'b0;
	    else if(nf_cnt==NF_T'(NF-1))  
	      nf_clr <= 1'b1;
	    else
	      nf_clr <= 1'b0;
	 end
	 always_ff @(posedge aclk) begin
	    if(!aresetn)
	      wready <= 1'b0;
	    else if(ap_start)
	      wready <= 1'b1;	  
	    else if(nf_full) 
	      wready <= 1'b1;	    
	    else if(sf_full) 
	      wready <= 1'b0;
	 end
	 always_ff @(posedge aclk) begin
	    if(!aresetn)
	      nf_cnt <= 'd0; 
	    else if(nf_clr & sf_clr)
	      nf_cnt <= 'd0;
	    else if(sf_clr) 
	      nf_cnt <= nf_cnt + 1;
	 end
	 always_ff @(posedge aclk) begin
 	    if(!aresetn)
	      sf_cnt <= 'd0; 
	    else if(sf_full) 
	      sf_cnt <= 'd0;
	    else if(nf_full) 
	      sf_cnt <= 'd0;      
	    else if (do_mvau_stream)
	      sf_cnt <= sf_cnt + 1;
	 end
	 assign halt_mvau_stream = ((sf_cnt == SF_T'(SF-2)) & wait_rready);
      end  
   endgenerate
   assign sf_full = ((sf_cnt == SF_T'(SF-1)) & do_mvau_stream);
   always_ff @(posedge aclk) begin
      if(!aresetn)
	ap_start <= 1'b1;
      else
	ap_start <= 1'b0;
   end
   always_ff @(posedge aclk) begin
      if(!aresetn)
	sf_clr <= 1'b0;
      else if(sf_full) 
	sf_clr <= 1'b1;
      else
	sf_clr <= 1'b0;
   end
   assign inp_active = wready & in_v;
   assign wmem_wready = do_mvau_stream;
endmodule  
```

## ./run.sh

```bash
#!/bin/bash
# OpenROAD 26Q1-2900-gdf79404cd8, Yosys 0.63+post, stock flow scripts
make -C /OpenROAD-flow-scripts/flow DESIGN_CONFIG=/design/flow/config.mk WORK_HOME=/design/flow/orfs finish
```

## ./config.mk

```make
export PLATFORM = sky130hd
export DESIGN_NAME = mvau_stream_control_block
export DESIGN_NICKNAME = mvau_stream_control_block
export VERILOG_FILES = /design/flow/design.v
export SDC_FILE = /design/flow/constraint.sdc
export NUM_CORES = 4
export LEC_CHECK = 1
export CORE_AREA = 10 10 70 70
export DIE_AREA = 0 0 80 80
```

## ./constraint.sdc

```tcl
current_design mvau_stream_control_block

set clk_period 1.4
set clk_io_pct 0.2

create_clock -name clk0 -period $clk_period [get_ports {aclk}]

set non_clock_inputs [all_inputs -no_clocks]
set_input_delay [expr $clk_period * $clk_io_pct] -clock clk0 $non_clock_inputs
set_output_delay [expr $clk_period * $clk_io_pct] -clock clk0 [all_outputs]
```

==> Table 3: Implementation characteristics <==
Physical implementation characteristics

Parameter                              Value

Drt
  # DRC    0
  Initial drt markers    10
  Post-DR vias/cell    2.61
  Number of vias after detailed routing    222
  Total Routed Length    about 750 um
  Antenna diode count    0
  Post-DRT Antenna Nets    0
  Iteration count of the initial detailed-routing pass    2
  Wire per inst    8.86 um

Clock tree
  Clock Path Buffers    2
  Buffer cell driving the clock tree root    clkbuf_4
  Maximum level of the CTS H-tree    1
  CTS Hold Bufs    0
  Number of clock sinks    6
  Cts bufs inserted    3
  Clk pin slew, worst setup/hold paths    about 0.040 ns
  Clock insertion delay at the later pin of the skew report    about 0.25 ns
  Clock tree from TritonCTS    yes

Job
  Max_cap viols    0
  Tool warnings    25

Logic synthesis
  Cell variety after synth    10
  Count of instantiated cells in the yosys netlist    24
  Yosys reg bits    6
  Post-synthesis instance area    between 200 and 300 um2
  Mean cell area of the mapped netlist    about 11 um2
  Portion of the post-synthesis area used by sequential elements    between 40% and 50%
  Chip area estimate from yosys synthesis    around 270 um2
  Yosys warning count    1
  Syn Inst Count    24

Floorplanning
  Io pins    12
  Floorplan core density    7.91%
  Row cnt    21
  Total die size    about 6400 um2
  Core Region    around 3400 um2
  Die Y-Extent    around 80 um
  Width of the chip    80 um

Final timing
  RSZ-0062 raised after global routing    no
  Max-slew violations    0
  Worst clock skew on the final layout    approximately 0.0035 ns
  Setup ws final    a little over 0.07 ns
  Worst hold margin    0.406 ns
  Highest achievable clock rate    between 700 and 800 MHz
  Share of the cycle needed by the critical path after routing    94.9%
  Final setup vio count    0
  Count of endpoints failing hold in the final timing report    0
  Minimum period implied by the final worst setup slack    1.33 ns

Worst hold path
  Worst hold path startpoint    ONE_FILTER_BANK.wait_rready_dly$_SDFF_PN0_
  Hold Path Sink    wready$_SDFF_PN0_
  Path class of the lowest-slack min-delay path    reg2reg
  Hold Path Stages    1

Worst setup path
  Cells along the critical path    clkdlybuf4s50_1
  Kind of critical path    reg2out
  Family with the most delay on the worst path    buffers and inverters
  Sort of element at the end of the critical path    primary output
  Worst path bufs/invs    1
  Launching element type of the critical path    register
  Critical register-to-register path startpoint    sf_cnt[0]$_SDFFE_PP0P_
  Terminus of the critical flop-to-flop path    sf_cnt[2]$_SDFFE_PP0P_
  Master of the slowest instance on the critical path    clkdlybuf4s50_1
  Worst R2R Path Depth    4
  Setup slack on the worst flop-to-flop path    about 0.11 ns
  Max incr delay on CP    approximately 0.46 ns
  CP Data Required Time    between 1 and 1.5 ns
  Largest fanout on the critical path    3
  CP arrival    about 1.1 ns

Power
  Worst vdd rail ir drop    between 0.3 and 0.4 mV
  Combinational cell fraction of total power    between 10% and 20%
  Switching Power    85.9 uW
  Leakage power total    0.216 nW
  Share of power burned in the clock network    between 40% and 50%
  Sequential cell fraction of total power    between 40% and 50%
  Power Dens Cells    830 nW/um2
  Switching part of the total    between 20% and 30%
  Power Internal    about 310 uW

Placed design
  Setup slack after placement    -0.286 ns
  Buffers added on ports    10
  Routability congestion estimate    around 0.74

GRT
  Overall routing resource usage    around 2.6%
  Global-route wire length before repair    ~1200 um
  Largest net degree at the start of global routing    7
  Number of global-route vias before repair    between 200 and 300
  Remaining Overflow, GRT    0
  Antenna violations before repair    0

Cells and area
  Commonest cells after routing, fill and taps aside    clkdlybuf4s50_1 (6), a21boi_0 (4), buf_4 (4)
  Area added between synthesis and finish    75.5%
  Top cell excl fill/tap    clkdlybuf4s50_1
  Fraction of layout instances using a drive strength above 1    approximately 36%

Outcome
  Run status    completed
## cell families after synthesis
family / Yosys count / share of synthesized area (%)
compound gates: 7 / 19.4
simple gates: 6 / 19.9
flops: 6 / 44.4
buf+inv: 2 / 5.55
fa+ha+maj: 2 / 9.26
other cells: 1 / 1.39
## state kept, by name (all words and copies together) (netlist names)
register,count
sf_cnt,3
ONE_FILTER_BANK.wait_rready_dly,1
sf_clr,1
wready,1
## cell usage after synthesis
cell | number | share of area [%]
conb_1 | 1 | 1.4
buf_4 | 2 | 5.6
o21a_1 | 3 | 8.3
and4b_2 | 2 | 8.3
and2_1 | 2 | 4.6
a21boi_0 | 4 | 11
ha_1 | 2 | 9.3
and3_1 | 1 | 2.3
and4bb_1 | 1 | 4.6
dfxtp_1 | 6 | 44
## power by group through the flow
stage / sequential, mW / clock, mW / combinational [mW]
4_1_cts: 0.182 / 0.167 / 0.0493
5_1_grt: 0.183 / 0.187 / 0.0545
6_report: 0.183 / 0.163 / 0.0481
## cell type report
class	count	area [um2]
Multi-Input combinational cell	16	138
Clock buffer	3	22.5
Timing Repair Buffer	14	129
Fill cell	394	2940
Tap cell	46	57.6
Sequential cell	6	128
## worst max-delay path by stage
stage	startpoint	to	depth (start not counted)
4_1_cts	sf_cnt[1]$_SDFFE_PP0P_	sf_cnt[1]	1
5_1_grt	sf_cnt[1]$_SDFFE_PP0P_	sf_cnt[1]	1
6_report	wready$_SDFF_PN0_	wready	1
## layer usage
metal	track usage, %	up-vias	share of wire (%)
li1	-	114	-
met1	3.14	96	48
met2	2.89	12	30
met3	3.07	0	22
met4	0.176	0	0
met5	0	-	0
## through the flow
step | setup TNS [ns] | cell area [um2] | instances | total power, mW | util, %
finish | 0 | 474 | 85 | 0.394 | 13.9
floorplan | 0 | 270 | 24 | 0.198 | -
detailed placement | -0.570 | 428 | 80 | 0.231 | 12.5
global route | 0 | 474 | 85 | 0.425 | 13.9
global placement | -0.559 | 428 | 80 | 0.229 | 12.5
CTS | 0 | 469 | 85 | 0.399 | 13.7
## timing repair
item                                    4_1_cts  5_1_grt
gates cloned                                  0        0
gates resized                                 7        3
pin swaps                                     1        0
endpoints found under the setup margin        4        3
buffers inserted                              2        0
Power figures rest on the tool's default switching activity, not on a simulated workload.
