<file path="flow/design.v">
`timescale 1ns/1ns
module mvu_pe_simd_std #(
			 parameter int TSrcI=4,
			 parameter int TW=4,
			 parameter int TDstI=16,
			 parameter int OP_SGN=0)
   ( 
     input logic [TSrcI-1:0]  in_act,  
     input logic  [TW-1:0]     in_wgt,  
     output logic  [TDstI-1:0] out);  
  if(OP_SGN == 0) begin: UNSIGNED  
     always_comb begin
	out = in_act*in_wgt;
     end
end   
  else if(OP_SGN == 1) begin: ACT_SGN
     always_comb begin
	out = $signed(in_act)*$signed({1'b0,in_wgt});
     end
end
  else if(OP_SGN == 2) begin: WGT_SGN
     always_comb begin
	out = $signed({1'b0,in_act})*$signed(in_wgt);
     end
end
  else if(OP_SGN == 3) begin: ALL_SGN
     always_comb begin
	out = $signed(in_act) * $signed(in_wgt);
     end
end
endmodule  
</file>
<file path="flow/run.sh">
#!/bin/bash
# OpenROAD 26Q1-2900-gdf79404cd8, Yosys 0.63+post, stock flow scripts
make -C /OpenROAD-flow-scripts/flow DESIGN_CONFIG=/design/flow/config.mk WORK_HOME=/design/flow/orfs finish
</file>
<file path="flow/config.mk">
export PLATFORM = sky130hd
export DESIGN_NAME = mvu_pe_simd_std
export DESIGN_NICKNAME = mvu_pe_simd_std
export VERILOG_FILES = /design/flow/design.v
export SDC_FILE = /design/flow/constraint.sdc
export NUM_CORES = 4
export LEC_CHECK = 1
export CORE_AREA = 10 10 70 70
export DIE_AREA = 0 0 80 80
</file>
<file path="flow/constraint.sdc">
current_design mvu_pe_simd_std

set clk_period 5.9
set clk_io_pct 0.2

create_clock -name clk0 -period $clk_period

set non_clock_inputs [all_inputs -no_clocks]
set_input_delay [expr $clk_period * $clk_io_pct] -clock clk0 $non_clock_inputs
set_output_delay [expr $clk_period * $clk_io_pct] -clock clk0 [all_outputs]
</file>
==> summary.txt <==
Notes on the physical design

Fill cells in the final layout number 400. The ratio of total power to cell area is 92.34 mW/mm^2. The worst setup path is launched from an input pin. The post-cts repair resize count is 0. The layout has 0 clock buffers. In this run the cell area of the synthesized design comes to 510.5 um^2. The total power is 0.06413 mW.

The cell with the largest stage delay on the worst path is sky130_fd_sc_hd__fa_1. On the worst path, the slowest cell contributes a delay of 0.53 ns. The initial antenna violation count is 0. After synthesis, the chip area reported by Yosys is 510.5 um^2. The final hold violation count is 0.

In the routed netlist, the antenna diode instances number 0. The most common cell in the netlist is sky130_fd_sc_hd__and2_1. The total negative slack for setup checks is 0 ns. According to the report, the first pass of detailed routing completed in 3 iterations. The area taken by sequential standard cells is reported as 0 um^2. Per the run summary, max-cap violations total 0.

The part of the Yosys area used for sequential elements is 0. Timing analysis after detailed placement gives a worst setup slack of 0.2561 ns. The row count is 21. The setup slack after layout is 0.3007 ns.

Of the post-synthesis cell area, the dominant cell type holds 0.2941. The minimum clock period after layout is 5.599 ns. Once iteration 0 of detailed routing completed, the report listed 6 DRC markers.

The combinational gate area is 465.4 um^2. Ranked by instance count, the synthesized netlist is headed by 13 x sky130_fd_sc_hd__and2_1, 12 x sky130_fd_sc_hd__ha_1, 8 x sky130_fd_sc_hd__buf_4. The via count of the first global-routing pass is 444. The routed via count is 424. The horizontal die size is 80 um. The routed wire length per instance is 8.909 um. Yosys attributes the largest share of cell area to sky130_fd_sc_hd__ha_1 29%, sky130_fd_sc_hd__and2_1 16%, sky130_fd_sc_hd__fa_1 16%. The first global-routing pass estimated 1883 um of wire. The final max-slew violation count recorded for this run is 0. The data required time reported for the critical path is 4.72 ns.

The static leakage is 0.3371 nW. The post-detailed-route count of antenna-violating nets is 0. In this run the tool buffered the top-level ports with 16 buffer cells. The final timing summary puts the cycle share of the worst path at 0.9490.

According to the hold report, the worst path is of the input pin to output port type. The height of the die is 80 um. The total of endpoints with negative setup slack in the final report is 0. The count of boundary I/O pins is 24.

In the post-route report, total wirelength is listed as 1078 um. The hold path startpoint is in_wgt[0]. Sequential cells placed in the final layout were counted as 0. The core region is 0.003416 mm^2. Buffers added to address setup during post-CTS repair amount to 0. The residual DRC count is 0.

For this configuration, the core starts out at a cell density of 0.1495. IR analysis of the VDD net gives a maximum drop of 0.03346 mV. The most critical hold endpoint after final layout shows a slack of 3.361 ns. The mean post-synth cell area is 8.508 um^2. Setup repair after global routing left no endpoint under its margin.

The arrival time at the worst endpoint is 4.42 ns. The worst setup path is of the input pin to output port kind. The synthesized netlist was found by Yosys to have 60 cells. The maximum fanout encountered on the critical timing path is 4. In this run the worst setup path begins at in_act[0]. The logs give a warning total of 32. Total global-route track usage over all layers is 0.03361. The largest total area in the synthesized netlist belongs to sky130_fd_sc_hd__ha_1. The flow ran to the end, and the final reports show no timing, DRC or antenna violations. Synthesis instantiated 19 different standard cells from the library.

The relative area change from synthesis to final layout is 36.03%. The full die area is 0.006400 mm^2. The per-cell via count in the routed design is 3.504.

The warning tally printed by Yosys for this design is 1. The placed wire-length estimate is 1053 um. Entering global routing, the biggest net connects 6 pins. The worst setup path is captured at an output port. The instance count of the mapped netlist is 60. The number of buffers added to fix hold violations after cts is 0. The routability congestion estimate from global placement is 0.7725. The global route stage reports its total congestion overflow as 0. The report lists the cells along the critical path as clkdlybuf4s50_1 -> nand2_1 -> fa_1 -> inv_1 -> fa_1 -> ha_1 -> a211oi_1 -> or4b_1 -> o2111ai_1 -> clkdlybuf4s50_1. The maximum operating frequency is 178.6 MHz.

Per the final layout report, the fraction of cells sized above drive strength 1 comes to 0.01333.
placed cells by master, fill, tap and decap left out:
cell type,instances
sky130_fd_sc_hd__o211ai_1,1
sky130_fd_sc_hd__and2_1,13
sky130_fd_sc_hd__a21o_1,1
sky130_fd_sc_hd__inv_1,3
sky130_fd_sc_hd__clkdlybuf4s50_1,16
sky130_fd_sc_hd__and3b_1,1
sky130_fd_sc_hd__a21o_2,1
sky130_fd_sc_hd__nor2_1,2
sky130_fd_sc_hd__xnor2_1,2
sky130_fd_sc_hd__a21oi_1,3
sky130_fd_sc_hd__o21ai_1,1
sky130_fd_sc_hd__o2111ai_1,1
sky130_fd_sc_hd__conb_1,8
sky130_fd_sc_hd__fa_1,4
sky130_fd_sc_hd__a211oi_1,1
sky130_fd_sc_hd__or4b_1,1
sky130_fd_sc_hd__nand2_1,3
sky130_fd_sc_hd__ha_1,12
sky130_fd_sc_hd__xor2_1,1
power by group:
| part | switching, mW | total, mW | internal [mW] | leakage (nW) |
|---|---|---|---|---|
| Sequential | 0 | 0 | 0 | 0 |
| Combinational | 0.0242 | 0.0641 | 0.0399 | 0.337 |
| Clock | 0 | 0 | 0 | 0 |
worst paths after layout:
| path | slack, ns | cells after the start | end |
|---|---|---|---|
| worst max-delay path | 0.30 | 10 | out[7] |
| worst min-delay path | 3.36 | 3 | out[0] |
cell families (layout without fill, tap and decap cells):
kind of cell | count (synthesis) | in the layout | share of synthesized area
other cells | 1 | 8 | 0.007346
fa+ha+maj | 16 | 16 | 0.4510
simple gates | 20 | 20 | 0.2329
xor+xnor | 3 | 3 | 0.05148
buf+inv | 11 | 19 | 0.1397
compound gates | 9 | 9 | 0.1177
through the flow:
stage	util	std cells	cell area, um^2
after detailed placement	0.2033	121	694.4
after global placement	0.2033	121	694.4
after global routing	0.2033	121	694.4
after floorplan	-	67	536.8
final	0.2033	121	694.4
after CTS	0.2033	121	694.4
layer usage:
layer / GRT usage / vias up / wire [um]
met1: 0.04667 / 191 / 538
met3: 0.004545 / 0 / 47
li1: - / 220 / -
met2: 0.05698 / 13 / 492
met5: 0 / - / 0
met4: 0 / 0 / 0
critical path: cells and delay by family:
family                     cells  cell delay, ns
adders and majority gates      3            1.37
AOI/OAI and AO/OA              2            0.19
and+or+nand+nor                2            0.59
buffers and inverters          3            1.07
layout make-up:
cell class / count / area share
inverters: 3 / 0.01622
multi-input cells: 56 / 0.6703
well taps: 46 / 0.08288
repair buffers: 16 / 0.2306
Power figures rest on the tool's default switching activity, not on a simulated workload.
